==> /design/flow/design.v <==
module clock_divider_x10(
   input           clk,      
   output reg      clk2      
    );
reg [2:0] count;
always@(posedge clk)
    begin
        if(count==3'd4)       
            begin            
              count<=0;        
              clk2 <= ~clk2;    
            end
        else
            begin
              count<=count+1; 
            end              
    end 
endmodule
==> /design/flow/run.sh <==
#!/bin/bash
# OpenROAD 26Q1-2900-gdf79404cd8, Yosys 0.63+post, stock flow scripts
make -C /OpenROAD-flow-scripts/flow DESIGN_CONFIG=/design/flow/config.mk WORK_HOME=/design/flow/orfs finish
==> /design/flow/config.mk <==
export PLATFORM = sky130hd
export DESIGN_NAME = clock_divider_x10
export DESIGN_NICKNAME = clock_divider_x10
export VERILOG_FILES = /design/flow/design.v
export SDC_FILE = /design/flow/constraint.sdc
export NUM_CORES = 4
export LEC_CHECK = 1
export CORE_AREA = 10 10 70 70
export DIE_AREA = 0 0 80 80
==> /design/flow/constraint.sdc <==
current_design clock_divider_x10

set clk_period 1.8
set clk_io_pct 0.2

create_clock -name clk0 -period $clk_period [get_ports {clk}]

set non_clock_inputs [all_inputs -no_clocks]
set_input_delay [expr $clk_period * $clk_io_pct] -clock clk0 $non_clock_inputs
set_output_delay [expr $clk_period * $clk_io_pct] -clock clk0 [all_outputs]
==> impl_report.txt <==
FLOW METRICS REPORT
----------------------------------------------------
[Worst hold path]
  Hold crit path type ........................ reg2reg
  Source of the worst hold timing path ........................ count[0]$_SDFF_PN0_
  Hold worst-path end ........................ count[0]$_SDFF_PN0_
  Hold-critical path depth ........................ 1

[Final timing]
  RSZ-0062 raised after global routing ........................ false
  Fin. Hold Viols ........................ 0
  Worst slew margin relative to its limit ........................ 0.921
  Worst Clk Skew ........................ 0.0125 ns
  Setup-failing EPs final ........................ 0
  Clock period minus final worst setup slack ........................ 1.41 ns
  Final Cycle Share ........................ 0.786
  Slew @ Worst Pin ........................ 0.115 ns
  Final Max-Slew Violation Tally ........................ 0
  Final TNS setup ........................ 0 ns
  FMAX ........................ 707 MHz

[Run]
  Log Warnings ........................ 26
  Tally of max-capacitance violations ........................ 0

[Logic synthesis]
  Number of synthesized register bits ........................ 4
  Instance count of the mapped netlist ........................ 14
  Biggest area consumer among synthesized cells ........................ sky130_fd_sc_hd__dfxtp_1
  Area of the mapped netlist ........................ 164 µm²
  Count of yosys warnings during synthesis ........................ 1
  Primary flip-flop cell chosen by synthesis mapping ........................ sky130_fd_sc_hd__dfxtp_1
  Synth Seq Share ........................ 0.550
  Flip-flops with a built-in enable ........................ 1
  Yosys synthesis chip area ........................ 164 µm²
  Async set or reset register ratio after synthesis ........................ 0
  Cell types with the largest area share after synthesis ........................ sky130_fd_sc_hd__dfxtp_1 37%, sky130_fd_sc_hd__edfxtp_1 18%, sky130_fd_sc_hd__ha_1 15%
  Mean instance size in the synthesized netlist ........................ 11.7 µm²
  Fraction of synthesized cell area taken by the top area cell type ........................ 0.366
  Yosys cell types ........................ 9
  Synth cell count leaders ........................ 3 x sky130_fd_sc_hd__dfxtp_1, 3 x sky130_fd_sc_hd__inv_1, 2 x sky130_fd_sc_hd__ha_1
  Ys cells ........................ 14

[Worst setup path]
  Critical Path Fanout Max ........................ 2
  Data required time at the worst endpoint ........................ 1.44 ns
  Crit Reg-Reg Startpoint ........................ count[0]$_SDFF_PN0_
  Count of buffer and inverter cells on the critical path ........................ 1
  Kind of start point of the critical path ........................ flip-flop
  Reg2reg setup slack ........................ 0.78 ns
  Signal arrival time at the worst endpoint ........................ 1.05 ns
  Slowest-stage cell, CP ........................ sky130_fd_sc_hd__clkdlybuf4s50_1
  Count of cells along the worst register-to-register path ........................ 3
  Critical path start-end classification ........................ reg2out
  Top cell family by delay on the critical path ........................ buffers and inverters
  Peak per-stage delay on the critical path ........................ 0.48 ns
  Element type at the critical path end ........................ output port
  Critical register-to-register path endpoint ........................ clk2$_DFFE_PN_
  Cell Chain, Critical Path ........................ clkdlybuf4s50_1

[Die]
  FP Rows ........................ 21
  Core Density at Floorplan ........................ 0.0480
  Width of the chip ........................ 80 µm
  Core box area ........................ 3420 µm²
  Chip area ........................ 6400 µm²
  Number of top-level pins ........................ 2
  Chip height ........................ 80 µm

[CTS]
  Post-cts sizing count ........................ 0
  Clk Tree Root Cell ........................ sky130_fd_sc_hd__clkbuf_4
  Maximum count of clock buffers along a single path ........................ 2
  Clock H-tree levels ........................ 1
  Postcts setup bufs ........................ 0
  TritonCTS clock tree ........................ done
  Number of hold buffers added after cts ........................ 0
  Clock transition at the registers of the reported paths ........................ 0.04 ns
  Number of buffers created by CTS ........................ 3
  Sink Count ........................ 4
  Clk ins delay skew pair ........................ 0.24 ns

[Cells and area]
  Non-Filler Instances ........................ 65
  Layout Utilization ........................ 0.0755
  Post-synthesis to final-layout area growth ........................ 57.3%
  Ratio of cells with drive above 1 in the final layout ........................ 0.263
  Final instance area ........................ 258 µm²

[Route]
  Pre-Repair DR Iteration Count ........................ 2
  Detailed-route DRC error count ........................ 0
  Overall routed net length ........................ 262 µm
  Total vias in the final route ........................ 102
  Antenna cells ........................ 0
  Initial DRC Count ........................ 2
  Via/cell ratio ........................ 1.57
  Routed Antenna Nets ........................ 0
  Wire per inst ........................ 4.03 µm

[Pwr]
  Relative contribution of combinational cells to total power ........................ 0
  Static power due to leakage ........................ 0.0877 nW
  Sequential group share of total power ........................ 0.432
  Max IR drop VDD ........................ 412 µV
  Switching power summed over all nets ........................ 0.0381 mW
  Switching share of power ........................ 0.178
  Relative contribution of the clock network to total power ........................ 0.568
  Internal ........................ 0.175 mW
  Power density over the cells ........................ 828 nW/µm²

[Placed design]
  Port bufs ........................ 1
  Placement-stage cell area ........................ 231 µm²
  Routability-driven placement congestion ratio ........................ 0.598
  Dpl cells ........................ 61

[GRT]
  Wire length of the first global-routing pass ........................ 476 µm
  Residual overflow from global routing ........................ 0
  Number of global-route vias before repair ........................ 109
  Largest net degree at the start of global routing ........................ 4
  Initial antenna violation count ........................ 0
  GR Util All Layers ........................ 0.00998

[Outcome]
  Result of the run ........................ completed

----------------------------------------------------
[cell type report]
cell class / count / area [µm²]
Clock buffer: 4 / 26.3
Inverter: 3 / 11.3
Tap cell: 46 / 57.6
Sequential cell: 4 / 90.1
Timing Repair Buffer: 1 / 10.0
Fill cell: 413 / 3160
Multi-Input combinational cell: 7 / 62.6
[logic make-up after synthesis]
logic type | after synthesis | synth area share
and+or+nand+nor | 4 | 0.168
adders and majority gates | 2 | 0.153
muxes | 1 | 0.0611
DFF | 4 | 0.550
buffers and inverters | 3 | 0.0687
[cell usage in the layout, fill, tap and decap left out]
cell	synthesis	routed
sky130_fd_sc_hd__and2_4	1	1
sky130_fd_sc_hd__clkbuf_1	0	1
sky130_fd_sc_hd__clkbuf_4	0	3
sky130_fd_sc_hd__inv_1	3	3
sky130_fd_sc_hd__ha_1	2	2
sky130_fd_sc_hd__nand2b_1	1	1
sky130_fd_sc_hd__mux2i_1	1	1
sky130_fd_sc_hd__nor2_1	1	1
sky130_fd_sc_hd__nor2b_2	1	1
sky130_fd_sc_hd__dfxtp_1	3	3
sky130_fd_sc_hd__edfxtp_1	1	1
sky130_fd_sc_hd__clkdlybuf4s50_1	0	1
[metal layers]
layer	routed length, µm	GRT usage	up-vias
met2	101	0.0104	4
li1	-	-	52
met4	0	0.00528	0
met1	135	0.0127	46
met5	0	0	-
met3	26	0.00909	0
[registers in the layout, indices dropped and copies added (netlist names)]
name and cells:
count 3, clk2 1
[metrics by stage]
step                      hold slack (ns)  power, mW  setup slack [ns]
after floorplan                     0.417     0.0936             0.845
after global placement              0.426     0.0936             0.613
after detailed placement            0.440     0.0936             0.619
after CTS                           0.453      0.220             0.355
after global routing                0.471      0.227             0.332
final                               0.449      0.213             0.386
[worst max path at each step]
stage             startpoint   end  slack [ns]  cells past startpoint
CTS           clk2$_DFFE_PN_  clk2        0.36                      1
global route  clk2$_DFFE_PN_  clk2        0.33                      1
finish        clk2$_DFFE_PN_  clk2        0.39                      1
[power by group through the flow]
| stage | clock [mW] | combinational (mW) | sequential (mW) |
|---|---|---|---|
| after global routing | 0.135 | 0.0000000369 | 0.0920 |
| final | 0.121 | 0.0000000369 | 0.0921 |
| after CTS | 0.128 | 0.0000000369 | 0.0921 |
No activity file was given, so power comes from the tool's default toggle rates.
